==> design/flow/design.v <==
`timescale 1ns/1ns
module ram(clk,we,adr,din,dout);
parameter depth =128;
parameter bits = 32;
parameter width = 32;
input clk, we;
input [bits-1:0] adr;
input [width-1:0] din;
output [width-1:0] dout;
reg [width-1:0] Dmem [depth-1:0];
assign dout = Dmem[adr];
always @ (posedge clk) begin
    if (we) 
		Dmem[adr] <= din;
end
endmodule
==> design/flow/run.sh <==
#!/bin/bash
# OpenROAD 26Q1-2900-gdf79404cd8, Yosys 0.63+post, stock flow scripts
make -C /OpenROAD-flow-scripts/flow DESIGN_CONFIG=/design/flow/config.mk WORK_HOME=/design/flow/orfs finish
==> design/flow/config.mk <==
export PLATFORM = sky130hd
export DESIGN_NAME = ram
export DESIGN_NICKNAME = ram
export VERILOG_FILES = /design/flow/design.v
export SDC_FILE = /design/flow/constraint.sdc
export NUM_CORES = 4
export LEC_CHECK = 1
export CORE_UTILIZATION = 30
==> design/flow/constraint.sdc <==
current_design ram

set clk_period 63.8
set clk_io_pct 0.2

create_clock -name clk0 -period $clk_period [get_ports {clk}]

set non_clock_inputs [all_inputs -no_clocks]
set_input_delay [expr $clk_period * $clk_io_pct] -clock clk0 $non_clock_inputs
set_output_delay [expr $clk_period * $clk_io_pct] -clock clk0 [all_outputs]
==> flow_summary.ini <==
; generated from flow reports
[run_status]
outcome = complete, no violations

[final_timing]
finalWorstPathRequiredPeriod_ns = 33.54
finalMaxSlewViolations = 0
hold-worst-slack_ns = 12.13
grt_setup_unrepaired = no
worst_slew_pin_slew_ns = 1.20
setup_viol = 0
worst_relative_slew_slack_pct = 19.7
hold_violation_count_in_the_final_report = 0
setup-tns-final_ns = 0
finalCritPeriodShare_pct = 52.6
fmax_ghz = 0.0298

[power_and_ir_drop]
comb_power_share_pct = 6.5
intPower_uw = 4380
leakagePower_uw = 0.0548
power-per-cell-area_nw_per_um2 = 31.3
p_sw_uw = 1290
seq_power_share_pct = 52.4
ir_worst_vdd_mv = 0.0215
power.share.switching_pct = 22.8
clockPowerShare_pct = 41.2

[synth]
synth-main-ff-cell = sky130_fd_sc_hd__edfxtp_1
ys.flops = 4096
synth.yosys.warnings = 1
synth_cells = 8922
yosys.stat.chipArea_um2 = 157000
synth_cell_area_um2 = 157000
yosys.stat.seqShare_pct = 78.5
cells_in_synth_stat_txt = 8922
edf_count = 4096
synth.lib_cells_used.distinct = 75
fraction_of_registers_with_async_set_or_reset_after_synthesis_pct = 0
syn_area_per_cell_um2 = 17.6

[cells_and_area]
final_core_utilization_pct = 34.8
fillerInstances = 47900
post_route_cells_drive_above_1_share_pct = 17.4
finish.instance_area_um2 = 181000
area.growth.synth_to_final_pct = 15.7
instances_no_fill = 16600
largest_reg_by_ff_count = Dmem
largest_register_ffs = 4096
layout_top_registers = Dmem: 4096 flops

[worst_setup_path]
critPathSlowestCell = sky130_fd_sc_hd__or4_1
worst_path_required_time_ns = 51.04
start_kind = input port
worst_path_largest_cell_delay_ns = 0.96
cp_max_fo = 68
critical-path-top-delay-family = buffers and inverters
critical_path.most_common_cell = sky130_fd_sc_hd__buf_4
crit_chain = buf_8 -> buf_12 -> buf_4 -> buf_4 -> buf_4 -> buf_4 -> buf_4 -> buf_4 -> buf_4 -> mux2i_1 -> mux4_2 -> a21oi_1 -> a221oi_1 -> o2111ai_1 -> or4_1 -> clkdlybuf4s50_1
worst_setup_path_end_kind = primary output
critical_path_buf_inv_count = 10
critical_path_data_arrival_time_ns = 20.78
worstSetupPathType = in2out

[clock_network]
h_tree_depth = 5
cts_repair_resize_count = 0
cts-root-to-sink-buffers = 4
clock_sinks = 4096
postCtsHoldBufs = 0
cts_tree = yes
total_cts_buffers = 415
cts.repair_timing.setup_buffer_count = 0
ctsRootBufferMaster = sky130_fd_sc_hd__clkbuf_16
clk_pin_slew_worst_paths_ns = 0.06

[detailed_routing]
number_of_optimization_iterations_in_the_first_detailed_route_pass = 6
drt-vias-per-instance = 5.59
drt-initial-drc-count = 7503
finalWirelength_mm = 554
detail-route-antenna-nets = 0
vias = 92700
drcViolationCount = 0
route.detailed.wl_per_inst_um = 33.4

[place]
dpl_wire_length_mm = 331
postPlaceCellArea_um2 = 168000
placed_instance_count = 15700
finalWeightedCongestion = 0.960
port-buffer-count = 72

[global_route]
globalRoute.totalOverflow = 0
first_global_vias = 94700
maximum_number_of_pins_on_one_net_before_global_route_repair = 86
global_route_usage_over_all_layers_pct = 22.1
antenna_found_initial = 65
grt_pass1_wl_mm = 759

[floorplan]
floorplan.core_area_um2 = 520000
die_height_um = 725
num_rows = 265
io_pins = 98
die_area_um2 = 525000
floorplan.core_util_pct = 30.1
die_width_um = 725

[job]
stage_log_warnings = 51
cap_viol_max_count = 0

[worst_hold_path]
hold_class = in2reg
## cells in the final DEF, fill, tap and decap left out, drive strengths merged, types with 49 or more instances in the layout
cell type  count
a221o         64
a221oi       847
mux2         279
diode        101
clkinv       185
buf          563
o21ai        326
mux4          70
mux2i        127
o221ai        49
nand2        241
a22oi        468
clkbuf       527
nor2b        108
o22ai        170
a21oi        425
nor2         291
edfxtp      4096
## cell usage after synthesis, types with 13 or more instances
cell	count	area [um^2]
sky130_fd_sc_hd__o221ai_1	49	429
sky130_fd_sc_hd__a22o_1	43	377
sky130_fd_sc_hd__a21oi_1	425	2130
sky130_fd_sc_hd__a21o_1	15	113
sky130_fd_sc_hd__a211o_1	19	166
sky130_fd_sc_hd__buf_2	239	1200
sky130_fd_sc_hd__o2111ai_1	17	149
sky130_fd_sc_hd__nand3_1	27	135
sky130_fd_sc_hd__nor2b_1	108	676
sky130_fd_sc_hd__nand2b_1	22	138
sky130_fd_sc_hd__mux4_2	70	1580
sky130_fd_sc_hd__edfxtp_1	4096	123000
sky130_fd_sc_hd__and3_1	14	87.6
sky130_fd_sc_hd__nor2_1	290	1090
sky130_fd_sc_hd__a221oi_1	847	7420
sky130_fd_sc_hd__o21ai_0	324	1620
sky130_fd_sc_hd__a221o_1	64	641
sky130_fd_sc_hd__buf_1	135	507
sky130_fd_sc_hd__or4_1	13	97.6
sky130_fd_sc_hd__o211ai_1	17	128
sky130_fd_sc_hd__mux2_2	277	3120
sky130_fd_sc_hd__nand2_1	241	905
sky130_fd_sc_hd__clkbuf_1	324	1220
sky130_fd_sc_hd__nor3_1	43	215
sky130_fd_sc_hd__buf_4	26	195
sky130_fd_sc_hd__mux2i_1	127	1270
sky130_fd_sc_hd__or2_2	16	100
sky130_fd_sc_hd__nand4_1	14	87.6
sky130_fd_sc_hd__o2bb2ai_1	25	219
sky130_fd_sc_hd__o22a_1	31	272
sky130_fd_sc_hd__a222oi_1	44	440
sky130_fd_sc_hd__a22oi_1	468	3510
sky130_fd_sc_hd__o22ai_1	170	1060
sky130_fd_sc_hd__nand3b_1	31	233
sky130_fd_sc_hd__a31oi_1	21	131
sky130_fd_sc_hd__a211oi_1	43	323
sky130_fd_sc_hd__o32ai_1	13	114
## layer usage
metal | routed length [um] | track usage, % | vias to the layer above
met5 | 2560 | 4.77 | -
met4 | 29900 | 9.54 | 70
met3 | 120000 | 21.1 | 1135
met2 | 238000 | 30.5 | 7280
met1 | 164000 | 22.0 | 46000
li1 | - | - | 38200
## power groups by stage
| stage | registers [uW] | clock network (uW) | logic (uW) |
|---|---|---|---|
| after CTS | 2970 | 2350 | 356 |
| after global routing | 2970 | 2460 | 381 |
| final | 2970 | 2340 | 366 |
## path summary, 6_finish.rpt
check | from | endpoint | slack (ns) | cells past startpoint
setup / recovery | adr[2] | dout[20] | 30.26 | 16
hold / removal | din[16] | Dmem[115][16] | 12.13 | 1
## cell type report
cell class                 instances  area, um^2  area share, %
antenna                          101         253          0.139
clock buffer                     527       11000           6.06
clock inverter                   227        1930           1.07
inverter                           7        50.0         0.0276
multi-input combinational       4092       31600           17.5
sequential                      4096      123000           67.9
tap                             6942        8690           4.79
timing repair buffer             597        4720           2.60
## cell families after synthesis
| logic type | share of synthesized area [%] |
|---|---|
| DFF | 78.5 |
| AOI/OAI and AO/OA | 12.9 |
| and+or+nand+nor | 2.74 |
| buffers and inverters | 2.03 |
| muxes | 3.82 |
## per-stage QoR
stage                     setup slack, ns  total power, uW
after floorplan                     36.20             3180
after global placement              30.50             3380
after detailed placement            30.52             3380
after CTS                           30.51             5680
after global routing                30.20             5810
final                               30.26             5680
Power figures rest on the tool's default switching activity, not on a simulated workload.
