`config.mk`:
```
export PLATFORM = sky130hd
export DESIGN_NAME = ALU
export DESIGN_NICKNAME = ALU
export VERILOG_FILES = /design/flow/design.v
export SDC_FILE = /design/flow/constraint.sdc
export NUM_CORES = 4
export LEC_CHECK = 1
export CORE_UTILIZATION = 30
```
`constraint.sdc`:
```
current_design ALU

set clk_period 17.5
set clk_io_pct 0.2

create_clock -name clk0 -period $clk_period

set non_clock_inputs [all_inputs -no_clocks]
set_input_delay [expr $clk_period * $clk_io_pct] -clock clk0 $non_clock_inputs
set_output_delay [expr $clk_period * $clk_io_pct] -clock clk0 [all_outputs]
```
`design.v`:
```
`timescale 1ns/1ps
module ALU (
    input [31:0] A,
    input [31:0] B,
    input [3:0] ALUOp,
    output reg [31:0] Result,
    output Zero
);
    always @(*) begin
        case (ALUOp)
            4'b0000: Result = A + B;  
            4'b0001: Result = A - B;  
            4'b0010: Result = A & B;  
            4'b0011: Result = A | B;  
            4'b0100: Result = A ^ B;  
            4'b0101: Result = A;      
            4'b0110: Result = A + 4;  
            default: Result = 0;
        endcase
    end
    assign Zero = (Result == 0) ? 1'b1 : 1'b0;
endmodule
```
`run.sh`:
```
#!/bin/bash
# OpenROAD 26Q1-2900-gdf79404cd8, Yosys 0.63+post, stock flow scripts
make -C /OpenROAD-flow-scripts/flow DESIGN_CONFIG=/design/flow/config.mk WORK_HOME=/design/flow/orfs finish
```
==> reports/results.txt <==
Status: finished, final reports clean
Ports: 101
Final Setup Violations: 0
Register area: 0 um^2
FMAX: 76.2 MHz
Leakage Power: 3.00 nW
Share of layout cells above drive strength 1: 2.87%
Routed Antenna Nets: 0
Seq_cells: 0
Dominant cell by count in the synthesized netlist: ha_1
Yosys warns: 1
Core area: 18,600 um^2
Vias in the first global route: 6,040
Layout clock buffers: 0
DR iter-0 viols: 726
Crit end category: output port
Slowest stage delay, CP: 0.74 ns
Via Count: 6,549
Power Dens Cells: 30.7 nW/um^2
Cells after synthesis: 840
HP Class: primary input to output port
Drt drc: 0
Initial antenna violation count: 0
Slowest-stage cell, CP: clkdlybuf4s50_1
Post-CTS Resized: 0
Worst-Margin Slew: 0.758 ns
DP HPWL: 17.6 mm
Total power: 0.000211 W
Max_cap viols: 0
Drt total wl: 22.2 mm
Pin count of the biggest net entering global routing: 54
Cell Type Count: 78
Critical setup path kind: primary input to output port
Flop pwr share: 0%
Fin util: 37.0%
Per-cell routed wire length: 19.5 um
Worst EP arrival: 9.62 ns
# Cells Yosys: 840
CP cell instances: clkdlybuf4s50_1 -> nor3_2 -> buf_4 -> and2_1 -> mux2i_1 -> fa_1 -> a211oi_1 -> o211ai_1 -> a2111oi_0 -> o21ai_0 -> a21boi_0 -> o31a_1 -> xor2_1 -> o21ai_0 -> or4b_1 -> nor2_1 -> clkdlybuf4s50_1
Hold_buf cts: 0
Worst setup margin: 4.38 ns
Startpoint types: primary input
CP Data Required Time: 14.00 ns
Post-CTS setup buffer count: 0
TNS Setup: 0 ns
Synth area leader: ha_1
Floorplan utilization: 30.6%
Largest type area fraction: 21.3%
Sw Share: 55.9%
P&R area growth vs syn: 20.8%
Minimum clock period: 13.12 ns
Setup slack at placement: 4.46 ns
P_int: 0.0000932 W
GR Overflow Total: 0
YS chip area: 5700 um^2
Final Hold Violating Endpoints: 0
Peak fanout along the critical path: 29
VDD IR max: 0.0136 mV
Post-synthesis sequential area ratio: 0%
Clock Power Share: 0%
Avg Cell Area, Syn: 6.79 um^2
Comb pwr share: 100.0%
RD Place Congestion: 0.981
Chip area: 19,600 um^2
Gr usage total: 22.6%
Max Slew Vio Count: 0
RSZ-0062 raised after global routing: no
Top area cell types: ha_1 (21%), xnor2_1 (7.8%), inv_1 (5.6%)
Slew Limit Headroom: 49.1%
First-pass iteration count of the detailed router: 7
Vias per inst: 5.74
Post-Syn Area: 5700 um^2
Rows: 50
Die Wd: 140 um
First-pass GRT wire length: 34.2 mm
PortBufs: 101
Log Warnings: 65
Tcrit/Tclk final: 74.9%
Net Sw Power: 0.000118 W
Antenna Cells: 0
Die height: 140 um
Synth cell count leaders: ha_1 (97), inv_1 (85), nand2_1 (66)
cells in the final DEF, fill, tap and decap left out, types with 4 or more instances in the layout:
cell             count
xor2_1               8
o21a_1              11
buf_4               12
ha_1                97
inv_1               85
nand2_1             66
and2_1               4
a221oi_1             9
nand4_1             20
a211oi_1            11
o21bai_1             5
o21ai_0             60
o211ai_1             7
and4_1               5
nor2_1              47
mux2i_1             21
nor4b_1              4
a211o_1              4
o221ai_1             6
o2111ai_1            4
nand3b_1             8
a21oi_1             57
xnor2_1             51
or4_1                5
a21boi_0             4
nor4_1               8
a22oi_1              9
nand3_1             21
or3_1                9
nor2b_1              7
a21o_1              19
o22ai_1             12
clkdlybuf4s50_1    100
a31oi_1             16
nor3_1              13
o31ai_1              7
and3_1              13
a221o_1              5
final cells by class:
type | count | area, um^2
Fill cell | 1993 | 11800
Inverter | 85 | 319
Multi-Input combinational cell | 708 | 5180
Tap cell | 234 | 293
Timing Repair Buffer | 113 | 1100
logic make-up (layout without fill, tap and decap cells):
group,count (synthesis),after routing,share of synthesized area (%)
buf+inv,132,198,9.48
fa+ha+maj,98,98,21.6
mux,22,22,3.88
xor+xnor,59,59,9.06
compound gates,275,275,31.9
simple gates,254,254,24.1
per-layer routing:
metal | GRT usage, % | share of wire [%] | vias to the layer above
li1 | - | - | 3244
met1 | 33.6 | 48 | 3039
met2 | 35.6 | 44 | 246
met3 | 2.45 | 6.4 | 20
met4 | 3.30 | 1.6 | 0
met5 | 0 | 0 | -
per-stage QoR:
stage / std cells / area (um^2) / hold slack, ns
floorplan: 840 / 5700 / 7.08
global placement: 1140 / 6890 / 8.08
detailed placement: 1140 / 6890 / 8.09
CTS: 1140 / 6890 / 8.09
global route: 1140 / 6890 / 8.17
finish: 1140 / 6890 / 8.09
worst paths after layout:
kind	start	endpoint	slack, ns	depth (start not counted)
worst max-delay path	ALUOp[1]	Zero	4.38	17
worst min-delay path	ALUOp[0]	Result[16]	8.09	6
power by group through the flow:
stage | combinational [W] | clock (W) | sequential [W]
5_1_grt | 0.000232 | 0 | 0
4_1_cts | 0.000208 | 0 | 0
6_report | 0.000211 | 0 | 0
critical path, delay by kind of cell:
kind                     cells  cell delay (ns)
buffers and inverters        3             1.57
AND/OR/NAND/NOR              4             1.61
multiplexers                 1             0.27
adder cells (fa/ha/maj)      1             0.50
XOR/XNOR                     1             0.14
AND-OR/OR-AND                7             2.01
Power figures rest on the tool's default switching activity, not on a simulated workload.
