==> flow/design.v <==
`timescale 1ns/1ns
module MIPS_SCP (
    input clk,
    input reset,
    output [31:0] PC,         
    output [31:0] Instr       
);
    wire [31:0] pc_next;
    wire [31:0] pc_current;
    wire [31:0] instruction;
    flopr_param #(32) pc_register (
        .clk(clk),
        .reset(reset),
        .d(pc_next),
        .q(pc_current)
    );
    rom instruction_memory (
        .addr(pc_current),
        .data(instruction)
    );
    assign PC = pc_current;        
    assign Instr = instruction;   
    assign pc_next = pc_current + 4;
endmodule
`timescale 1ns/1ns
module adder (a,b,y);
parameter n=32;
input [n-1:0] a,b;
wire [n:0] w;
output [n-1:0] y;
assign w[0]=0;
genvar i;
generate 
for(i=0;i<=n-1;i=i+1) begin
        FA FA_inst(.a(a[i]),.b(b[i]), .cin(w[i]), .cout(w[i+1]), .s(y[i]));
    end
endgenerate
endmodule
module FA(input a, input b, input cin, output cout, output s);
assign {cout,s}=a+b+cin;
endmodule
`timescale 1ns/1ns
module alu32( input [31:0] a, 
            input [31:0] b,
            input [3:0] f,
            input [4:0] shamt,
            output reg [31:0] y, 
            output reg zero);
always @ (*) begin
    case (f)
        4'b0000: y = a + b;                              
        4'b0001: y = a - b;                              
        4'b0010: y = a & b;                              
        4'b0011: y = a | b;                              
        4'b0100: y = a ^ b;                              
        4'b0101: y = b << shamt;                         
        4'b0110: y = b >> shamt;                         
        4'b0111: y = $signed($signed(b) >>> shamt);      
        4'b1000: y = $signed(a) < $signed(b) ? 1 : 0;    
        4'b1001: y = a < b ? 1 : 0;                      
        4'b1010: y = ~ (a | b);                          
        4'b1011: y = b << a;                             
        4'b1100: y = b >> a;                             
        4'b1101: y = $signed($signed(b) >>> a);          
        4'b1110: y = {b[15:0], 16'b0};                   
    endcase
         zero = (y==8'b0);
     end
endmodule
`timescale 1ns/1ns
module flopr_param #(parameter WIDTH = 32) (
    input clk,
    input reset,
    input [WIDTH-1:0] d,
    output reg [WIDTH-1:0] q
);
    always @(posedge clk or posedge reset) begin
        if (reset)
            q <= 0;
        else
            q <= d;
    end
endmodule
`timescale 1ns/1ns
module mux2 (d0,d1,s,y);
parameter n=32;
input [n-1:0] d0;
input [n-1:0] d1;
input s;
output [n-1:0] y;
assign y = s ? d1 : d0;
endmodule
`timescale 1ns/1ns
module mux4 (d0,d1,d2,d3,s,y);
parameter n=32;
input [n-1:0] d0,d1,d2,d3;
input [1:0] s;
output reg [n-1:0] y;
always @* begin
    case(s)
        2'b00: y<=d0;
        2'b01: y<=d1;
        2'b10: y<=d2;
        2'b11: y<=d3;
    endcase
end
endmodule
`timescale 1ns/1ns
module registerfile32 (input clk,
                    input we, 
                    input reset,
                    input [4:0] ra1,
                    input [4:0] ra2,
                    input [4:0] wa,
                    input [31:0] wd,
                    output [31:0] rd1, 
                    output [31:0] rd2); 
reg [31:0] register [31:0];
assign rd1 = register[ra1];
assign rd2 = register[ra2];
integer i;
initial begin
    for (i=1; i<32; i=i+1) begin
         register[i] <= 32'd0;
        end
    end
always @(posedge clk)
begin
    register[0]=0;
    if(reset) for(i = 0; i < 32; i = i + 1) register[i] = 32'd0;
    else if (we)
        if(wa != 0) register[wa]= wd;
end
endmodule
`timescale 1ns/1ns
module signext( input  [15:0] a,
                output [31:0] y 
                );
    assign y = { {16{a[15]}} , a };
endmodule
`timescale 1ns/1ns
module slt2(input [31:0] a,
            output [31:0] y);
assign y = a << 2;
endmodule
`timescale 1ns/1ns
module Datapath(input clk,
                input reset,
                input RegDst,
                input RegWrite,
                input ALUSrc,
                input Jump,
                input MemtoReg,
                input PCSrc,
                input [3:0] ALUControl,
                input [31:0] ReadData,
                input [31:0] Instr,
                output [31:0] PC,
                output ZeroFlag,
                output [31:0] datatwo, 
                output [31:0] ALUResult);
wire [31:0] PCNext, PCplus4, PCbeforeBranch, PCBranch;
wire [31:0] extendedimm, extendedimmafter, MUXresult, dataone, aluop2;
wire [4:0] writereg;
flopr_param #(32) PCregister(clk,reset, PC,PCNext);
  adder #(32) pcadd4(PC, 32'd4 ,PCplus4);
slt2 shifteradd2(extendedimm,extendedimmafter);
adder #(32) pcaddsigned(extendedimmafter,PCplus4,PCbeforeBranch);
mux2 #(32) branchmux(PCplus4 , PCbeforeBranch, PCSrc, PCBranch);
mux2 #(32) jumpmux(PCBranch, {PCplus4[31:28],Instr[25:0],2'b00 }, Jump,PCNext);
registerfile32 RF(clk,RegWrite, reset, Instr[25:21], Instr[20:16], writereg, MUXresult, dataone,datatwo); 
mux2 #(5) writeopmux(Instr[20:16],Instr[15:11],RegDst, writereg);
mux2 #(32) resultmux(ALUResult, ReadData, MemtoReg,MUXresult);
alu32 alucomp(dataone, aluop2, ALUControl, Instr[10:6], ALUResult, ZeroFlag);
signext immextention(Instr[15:0],extendedimm);
mux2 #(32) aluop2sel(datatwo,extendedimm, ALUSrc, aluop2);
endmodule
`timescale 1ns/1ns
module rom (
    input [31:0] addr,
    output reg [31:0] data
);
    reg [31:0] memory [0:255];  
    initial begin
        memory[0] = 32'h00000001;  
        memory[1] = 32'h00000002;  
        memory[2] = 32'h00000003;  
        memory[3] = 32'h00000004;  
    end
    always @(*) begin
        data = memory[addr[7:2]];  
    end
endmodule
==> flow/run.sh <==
#!/bin/bash
# OpenROAD 26Q1-2900-gdf79404cd8, Yosys 0.63+post, stock flow scripts
make -C /OpenROAD-flow-scripts/flow DESIGN_CONFIG=/design/flow/config.mk WORK_HOME=/design/flow/orfs finish
==> flow/config.mk <==
export PLATFORM = sky130hd
export DESIGN_NAME = MIPS_SCP
export DESIGN_NICKNAME = MIPS_SCP
export VERILOG_FILES = /design/flow/design.v
export SDC_FILE = /design/flow/constraint.sdc
export NUM_CORES = 4
export LEC_CHECK = 1
export CORE_UTILIZATION = 30
export SYNTH_MEMORY_MAX_BITS = 65536
==> flow/constraint.sdc <==
current_design MIPS_SCP

set clk_period 5.1
set clk_io_pct 0.2

create_clock -name clk0 -period $clk_period [get_ports {clk}]

set non_clock_inputs [all_inputs -no_clocks]
set_input_delay [expr $clk_period * $clk_io_pct] -clock clk0 $non_clock_inputs
set_output_delay [expr $clk_period * $clk_io_pct] -clock clk0 [all_outputs]
==> flow_metrics.py <==
# Metrics from the implementation run
metrics = {
    "drt": {
        "wire_per_inst_um": 10.5,
        "routed_via_density": 4.09,
        "totalWireLength_mm": 2.67,
        "diodes": 0,
        "via_count": 1044,
        "drt_iter0_markers": 39,
        "first_pass_iters": 4,
        "postRouteAntennaNets": 0,
        "drc": 0,
    },
    "worst_setup_path": {
        "cp-end-kind": "primary output",
        "slowest_delay_ps": 460,
        "cp_max_fo": 5,
        "path_delay_family": "buffers and inverters",
        "worstPathArrival_ps": 1460,
        "crit_slowest_cell": "clkdlybuf4s50_1",
        "path_class": "reg2out",
        "crit_chain": "ha_1 > clkdlybuf4s50_1",
        "cp.required_ps": 4080,
        "crit_buf_inv": 1,
        "start_kind": "register",
    },
    "power": {
        "peakVddDrop_uv": 125,
        "p_sw_frac": 0.196,
        "power_frac_seq": 0.500,
        "power.internal_w": 0.000383,
        "comb_power_share": 0.013,
        "p_leak_nw": 0.917,
        "p_total_w": 0.000476,
        "pwr-share-clk": 0.487,
        "powerDensity_mw_per_mm2": 239,
        "p_switching_w": 0.0000932,
    },
    "grt": {
        "use_met2": 0.142,
        "use_met3": 0.0385,
        "grt_usage": 0.101,
        "met1_usage": 0.155,
        "grt_pass1_vias": 850,
        "top_usage_layer": "met1",
        "grt_max_degree": 31,
        "antenna_found_initial": 0,
        "grt-ovfl-total": 0,
        "grt_pass1_wl_mm": 4.13,
    },
    "clock_network": {
        "clk_path_buf_depth": 2,
        "cts_tree": "built",
        "numCtsBuffers": 5,
        "holdBufCountCts": 0,
        "insertion_delay_ps": 280,
        "cts_resized": 0,
        "ctsRootBufferMaster": "clkbuf_8",
        "cts_setup_buffers": 0,
        "cts_htree_levels": 2,
        "clock-sinks": 30,
        "clk_pin_slew_ps": 70,
    },
    "die": {
        "fp.dieW_um": 74.5,
        "die_area_mm2": 0.00555,
        "core_area_mm2": 0.00507,
        "placementRows": 26,
        "initCoreUtil": 0.311,
        "die_h_um": 74.5,
        "num_io_pins": 66,
    },
    "placement": {
        "numPortBuffers": 34,
        "place_area_mm2": 0.00188,
        "dp_hpwl_mm": 1.91,
        "place_congestion": 0.716,
        "post-place-ws_ps": 2920,
    },
    "synth": {
        "synthCells": 145,
        "avgSynthCellArea_um2": 10.9,
        "numSynthFlops": 30,
        "top_cell_area_share": 0.476,
        "ys_area_mm2": 0.00158,
        "synth_seq_share": 0.476,
        "topCellsByArea": "dfrtp_1 48%, buf_4 16%, xnor2_1 12%, nand4_1 4.8%, nand3_1 3.5%",
        "ys_warn_count": 2,
        "syn_area_mm2": 0.00158,
        "synth.distinct_cells": 20,
        "yosysTopAreaCell": "dfrtp_1",
        "yosysCellCount": 145,
    },
    "cells_and_area": {
        "n_fill_cell": 516,
        "largest_register": "pc_register.q",
        "post-route-util": 0.392,
        "final_cell_area_mm2": 0.00199,
        "reg_top3": "pc_register.q (30)",
        "drive_above_1_share": 0.0757,
        "syn_to_final_growth_pct": 26.1,
        "largest_register_ffs": 30,
    },
    "sta": {
        "skew_ps": 8.54,
        "fmax_mhz": 402,
        "slew_headroom": 0.649,
        "fin_crit_ps": 2480,
        "slew_viol_final": 0,
        "rsz0062_at_grt": "no",
        "worstMarginPinSlew_ps": 524,
        "setup_viol": 0,
        "tns_ps": 0,
        "period_used_share": 0.487,
        "worst_slack_ps": 2620,
        "hold_viol": 0,
    },
    "job": {
        "warnings": 25,
        "drv_cap": 0,
    },
    "hold_path": {
        "holdCritPathClass": "reg2reg",
    },
    "status": {
        "outcome": "complete, no violations",
    },
}
## stage by stage
step / hold WS (ps) / instances
floorplan: 424 / 175
global placement: 461 / 247
detailed placement: 468 / 247
CTS: 477 / 255
global route: 484 / 255
finish: 470 / 255
## metal layers
metal	vias to the layer above	part of all wire	routed length (um)
met3	2	0.088	236
met4	0	0.0071	19
li1	504	-	-
met1	493	0.46	1230
met5	-	0	0
met2	45	0.44	1190
## synthesized netlist by cell type, drive strengths merged
| cell type | n |
|---|---|
| and3 | 3 |
| dfrtp | 30 |
| inv | 3 |
| conb | 1 |
| and4 | 2 |
| nand4 | 13 |
| nor2 | 4 |
| nand3 | 11 |
| ha | 1 |
| and2 | 2 |
| xnor2 | 22 |
| xor2 | 6 |
| buf | 34 |
| nor4b | 1 |
| nor3 | 4 |
| nand2 | 8 |
## power by group through the flow
stage | clock network, W | registers, W | logic [W]
CTS | 0.000239 | 0.000238 | 0.00000711
global route | 0.000250 | 0.000238 | 0.00000869
finish | 0.000232 | 0.000238 | 0.00000632
## area by class of cell
type | instances | area, um2 | share of cell area
timing repair buffer | 36 | 355 | 0.179
sequential | 30 | 751 | 0.377
multi-input combinational | 108 | 676 | 0.340
clock inverter | 3 | 40.0 | 0.0201
tap | 70 | 87.6 | 0.0440
clock buffer | 5 | 68.8 | 0.0346
inverter | 3 | 11.3 | 0.00566
## logic make-up after synthesis
family / after synthesis / synth area share
xor+xnor: 28 / 0.155
fa+ha+maj: 1 / 0.00793
buf+inv: 37 / 0.167
flops: 30 / 0.476
other cells: 1 / 0.00238
simple gates: 48 / 0.191
## placed cells by master, fill, tap and decap left out
master,synthesis,routed
clkdlybuf4s50_1,0,34
conb_1,1,31
dfrtp_1,30,30
xnor2_1,22,22
nand4_1,12,12
nand3_1,11,11
nand2_1,8,8
xor2_1,6,6
clkbuf_8,0,5
nor2_1,4,4
inv_1,3,3
nor3_1,3,3
and4_1,2,2
and2_1,2,2
and3_1,2,2
clkinv_2,0,2
buf_4,33,2
nand4_4,1,1
nor3_4,1,1
nor4b_4,1,1
and3_2,1,1
ha_1,1,1
bufinv_16,0,1
## worst paths after layout
kind	depth (start not counted)	slack [ps]	end	start
max in group asynchronous	3	3700	pc_register.q[24]	reset
max	2	2620	Instr[1]	pc_register.q[2]
max reg2reg	5	3210	pc_register.q[30]	pc_register.q[2]
min in group asynchronous	3	1120	pc_register.q[11]	reset
min reg2reg	1	470	pc_register.q[31]	pc_register.q[31]
min	1	470	pc_register.q[31]	pc_register.q[31]
No activity file was given, so power comes from the tool's default toggle rates.
